==> design.v <==
module alu_32bit(
     input [31:0] a, b,
	 input [4:0] sel,
	 output reg [31:0] result,
	 output reg [31:0] upper_result,
	 output reg zero_flag,
	 output reg negative_flag,
	 output reg carry_flag,
	 output reg overflow_flag
	 );
	 reg [32:0] result1;
	 reg [63:0] mul_result;
	 always @(*)begin
	     carry_flag = 0;
		 overflow_flag = 0;
		 result1 = 33'd0;
		 result = 32'd0;
		 upper_result = 32'd0;
		 mul_result = 64'd0;
		 case(sel)
		     5'b00000 : begin
			     result1 = a + b;
				 result = result1[31:0];
				 carry_flag = result1[32];
				 overflow_flag = (a[31] == b[31]) && (result[31] != a[31]);
				end
			 5'b00001 : begin
			     result1 = a - b;
				 result = result1[31:0];
		         carry_flag = a < b;
				 overflow_flag = (a[31] != b[31]) && (result[31] != a[31]);
				end
			 5'b00010 : begin
     			 mul_result = a * b;
				 result = mul_result[31:0];
				 upper_result = mul_result[63:32];
		        end
			 5'b00011 : result = (b != 0) ? a / b : 32'd0;
			 5'b00100 : result = a + 1;
			 5'b00101 : result = a - 1;
			 5'b00110 : result = b + 1;
			 5'b00111 : result = b - 1;
			 5'b01000 : result = a & b; 
			 5'b01001 : result = a | b;
			 5'b01010 : result = a ^ b;
			 5'b01011 : result = ~a; 
             5'b01100 : result = ~b;
             5'b01101 : result = ~(a & b);
			 5'b01110 : result = ~(a | b);
			 5'b01111 : result = ~(a ^ b);
			 5'b10000 : result = a << 1;    
             5'b10001 : result = b << 1;    
             5'b10010 : result = a >> 1;    
             5'b10011 : result = b >> 1;    
             5'b10100 : result = a <<< 1;   
             5'b10101 : result = b <<< 1;   
			 5'b10110 : result = $signed(a) >>> 1;
			 5'b10111 : result = $signed(b) >>> 1;
			 5'b11000 : result = (a == b) ? 32'd1 : 32'd0;
			 5'b11001 : result = (a < b) ? 32'd1 : 32'd0;
			 5'b11010 : result = (a > b) ? 32'd1 : 32'd0;
			 5'b11011 : result = (a != b) ? 32'd1 : 32'd0;
			 5'b11100 : result = (a >= b) ? 32'd1 : 32'd0;
			 5'b11101 : result = (a <= b) ? 32'd1 : 32'd0;
			 default : result = 32'd0;
			endcase
			zero_flag = (result == 32'd0);
			negative_flag = result[31];
		end
	endmodule
==> run.sh <==
#!/bin/bash
# OpenROAD 26Q1-2900-gdf79404cd8, Yosys 0.63+post, stock flow scripts
make -C /OpenROAD-flow-scripts/flow DESIGN_CONFIG=/design/flow/config.mk WORK_HOME=/design/flow/orfs finish
==> config.mk <==
export PLATFORM = sky130hd
export DESIGN_NAME = alu_32bit
export DESIGN_NICKNAME = alu_32bit
export VERILOG_FILES = /design/flow/design.v
export SDC_FILE = /design/flow/constraint.sdc
export NUM_CORES = 4
export LEC_CHECK = 1
export CORE_UTILIZATION = 40
==> constraint.sdc <==
current_design alu_32bit

set clk_period 330.0
set clk_io_pct 0.2

create_clock -name clk0 -period $clk_period

set non_clock_inputs [all_inputs -no_clocks]
set_input_delay [expr $clk_period * $clk_io_pct] -clock clk0 $non_clock_inputs
set_output_delay [expr $clk_period * $clk_io_pct] -clock clk0 [all_outputs]
==> flow_summary.toml <==
# generated from flow reports
[finish]
register_area_sq_um = 0
num-fill-cells = 17900
seq_cells = 0
comb_area_sq_um = 65000
final_cell_area_sq_um = 75900
clock_buffers = 0
drive_above_1_share_pct = 6.12
area_growth_pct = 6.71

[global_routing]
grt_pass1_wl_um = 532000
track_usage_pct = 43.2
grt_max_degree = 37
grt_pass1_vias = 72300
overflow = 0
antenna_found_initial = 35

[final_timing]
relSlewSlack_pct = 26.4
slew_violations = 0
rsz0062_at_grt = "no"
worst_pin_slew_ps = 1100
finalCritPeriodShare_pct = 65.6
timing.final.crit_period_ps = 216380
max_clock_freq_mhz = 4.62
hold_viol_final = 0
setup_viol = 0
finalSetupTns_ps = 0

[run]
cap_violations = 0
warning_count = 100

[route]
drc = 0
finalWirelength_um = 376000
wl_per_cell_um = 31.5
drtAntennaViolNets = 0
vias = 73800
drt_iter0_drc = 7025
dr.pass1.iters = 23
viasPerCell = 6.18

[setup_path]
critPathMaxFanout = 36
crit_start = "b[26]"
cpMaxStageDelayCell = "or4_1"
max_stage_delay_ps = 850
path_class = "input port to output pin"
start_kind = "input port"
path_common_cell = "ha_1"
critPathRequiredTime_ps = 264000
end_kind = "output pin"
cp-endpoint = "zero_flag"
worst_ep_arrival_time_ps = 150380

[die]
fp_util_pct = 40.3
chipArea_sq_um = 179000
ioPinCount = 137
die-height_um = 424
die_w_um = 424
fp-row-count = 154
core_sq_um = 176000

[yosys]
synth.top_cell.area_share_pct = 25.3
ys_chip_area_sq_um = 71100
ys_types = 113
ys_seq_share_pct = 0
synthTopCellsByArea = "fa_1 25%, ha_1 17%, nand2_1 7.2%"
ys_warn_count = 1
syn_avg_cell_area_sq_um = 7.42
yosysTopAreaCell = "fa_1"
syn-instance-count = 9583
most_common_cell = "nand2_1"
ys_cells = 9583
common_cells = "1357 x nand2_1, 1165 x inv_1, 950 x ha_1"
syn_area_sq_um = 71100

[power]
total_power_uw = 1200
powerDensity_nw_per_um2 = 15.8
leakage_uw = 0.0370
vdd_drop_max_mv = 0.0530
sw_frac_of_total_pct = 61.1
switchingPower_uw = 733
p_int_uw = 466

[min_path]
worst_hold_path_type = "input port to output pin"

[placement]
dp_hpwl_um = 300000
place_congestion = 1.12
place_area_sq_um = 75800
io_buffers = 137

[status]
status = "complete, no violations"

[clock_network]
hold_buffers = 0
cts_resized = 0
postCtsSetupBuffers = 0
cell usage in the layout (no fill, tap or decap), types with 55 or more instances in the layout:
cell,synthesis,routed
inv_1,1165,1156
xnor2_1,254,254
o211ai_1,96,96
fa_1,900,900
nor2_1,917,912
clkdlybuf4s50_1,0,82
o22ai_1,60,60
a211oi_1,97,96
buf_4,1,303
o21ai_0,393,391
a21oi_1,570,569
a21o_1,225,225
nand2_1,1357,1356
nand2b_1,80,80
nand4_1,67,67
xor2_1,177,177
and2_1,55,55
nor3_1,208,206
or3_1,71,71
ha_1,950,950
nand3_1,151,151
mux2_2,62,62
a31oi_1,62,61
nor2b_1,62,62
o21a_1,167,167
o21bai_1,69,68
buf_2,20,55
through the flow:
stage          utilization (%)  setup WS (ps)  hold slack [ps]  instances
6_report                  43.0         113620           133280      11900
2_1_floorplan                -         130010           132210       9583
3_5_place_dp              43.0         115930           133280      11900
5_1_grt                   43.0         108680           133280      11900
4_1_cts                   43.0         115620           133280      11900
3_3_place_gp              43.0         116870           133310      11900
layout make-up:
class              count  share of cell area, %
inverters           1191                   5.90
multi-input cells   7948                   85.7
well taps           2340                   3.86
diodes                23                 0.0759
repair buffers       440                   4.44
logic make-up (layout without fill, tap and decap cells):
group           count (synthesis)  after routing  synth area share, %
other cells                     0             23                    0
fa+ha+maj                    1850           1850                 42.1
xor+xnor                      431            431                 5.31
buf+inv                      1635           1631                 8.70
mux                           121            121                 1.86
simple gates                 3229           3229                 20.2
compound gates               2317           2317                 21.9
critical path, delay by kind of cell:
family / cells / cell delay, ps
AOI/OAI and AO/OA: 155 / 43600
adders and majority gates: 31 / 10230
muxes: 5 / 1710
and+or+nand+nor: 85 / 21550
buffers and inverters: 29 / 6970
worst min path at each step:
stage	from	end	depth (start not counted)
finish	b[30]	result[2]	4
CTS	b[30]	result[2]	4
global route	b[30]	result[2]	4
per-layer routing:
metal,part of all wire (%),GRT usage [%]
met3,12,17.4
met1,38,55.8
met4,8.1,26.3
met2,41,61.0
met5,0.19,0.968
