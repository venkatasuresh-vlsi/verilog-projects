### flow/config.mk
export PLATFORM = sky130hd
export DESIGN_NAME = bcd_adder
export DESIGN_NICKNAME = bcd_adder
export VERILOG_FILES = /design/flow/design.v
export SDC_FILE = /design/flow/constraint.sdc
export NUM_CORES = 4
export LEC_CHECK = 1
export CORE_AREA = 10 10 70 70
export DIE_AREA = 0 0 80 80
### flow/constraint.sdc
current_design bcd_adder

set clk_period 6.5
set clk_io_pct 0.2

create_clock -name clk0 -period $clk_period

set non_clock_inputs [all_inputs -no_clocks]
set_input_delay [expr $clk_period * $clk_io_pct] -clock clk0 $non_clock_inputs
set_output_delay [expr $clk_period * $clk_io_pct] -clock clk0 [all_outputs]
### flow/design.v
module bcd_adder(
     input [3:0] a, b,
	 input cin,
	 output [3:0] sum,
	 output cout
	 );
	 wire [4:0] binary_sum;
	 wire [4:0] corrected_sum;
     wire carry_correction;
     assign binary_sum = a + b + cin;
     assign carry_correction = (binary_sum > 9) ? 1 : 0;
     assign corrected_sum = (carry_correction) ? (binary_sum + 6): binary_sum;
	 assign sum = corrected_sum[3:0];
	 assign cout = corrected_sum[4];
	endmodule
### flow/run.sh
#!/bin/bash
# OpenROAD 26Q1-2900-gdf79404cd8, Yosys 0.63+post, stock flow scripts
make -C /OpenROAD-flow-scripts/flow DESIGN_CONFIG=/design/flow/config.mk WORK_HOME=/design/flow/orfs finish
==> out/qor.csv <==
metric,value,unit
status,completed,
power_density,136,nW/um^2
hp-class,input port to primary output,
setup_viol,0,
top_cells_by_count,"ha_1 (4), a21oi_1 (3)",
ctsHoldBuffers,0,
finalClockPeriodUsage,87.2,%
worstPathRequired,5.20,ns
register_area,0,sq um
top_cell,ha_1,
wl_per_cell,7.42,um
cp.arrival,4.37,ns
avgViaCountPerCell,2.97,
ant_nets,0,
nFillCells,397,
syn_area,249,sq um
max-slew-margin-rel,69.2,%
fin_tns_setup,0,ns
vias,255,
ys_area,249,sq um
fp_util,7.29,%
fin_crit,5.67,ns
flops,0,
cap_violations,0,
cp.buffers_inverters,2,
ctsResizeCount,0,
die-area,6400,sq um
core_area,3420,sq um
drv_slew,0,
yosys-top-cells-area,"ha_1 (20%), fa_1 (16%), o31ai_4 (8.5%)",
max_freq,176,MHz
warnings,32,
critPathTopFamily,adder cells,
drcViolationCount,0,
area_growth,79.4,%
synth_cell_types,16,
post-cts-setup-buffers,0,
syn_inst,26,
die_h,80,um
largest_area_cell,ha_1,
port_buffers,14,
yosys_warnings,0,
worstMarginPinSlew,0.462,ns
dr.pass1.iters,2,
slowest_delay,0.49,ns
ys_seq_share,0,%
die_x,80,um
grt_pass1_wl,1060,um
ir_drop,20.2,uV
timing.final.hold_violations,0,
worstPathCellList,clkdlybuf4s50_1 > fa_1 > fa_1 > xnor2_1 > ha_1 > nor2b_1 > a31o_2 > o31ai_4 > mux2i_1 > clkdlybuf4s50_1,
layout-drive-gt1-share,7.50,%
grt_antenna_before_repair,0,
path_class,input port to primary output,
synth.avg_cell_area,9.58,sq um
endpoint_kind,primary output,
grt_overflow,0,
grt_max_degree,5,
hpwl,607,um
grt_pass1_vias,250,
drt_first_iter_violations,6,
finish.utilization,13.1,%
ys_cells,26,
crit_path_max_fanout,4,
rsz0062_at_grt,no,
nClkBuffers,0,
yosysTopAreaCellShare,20.1,%
gp_congestion,0.744,
diodes,0,
leakagePower,0.168,nW
start_kind,input port,
top_level_ports,14,
whs,3.75,ns
rows,21,
grtUsageTotal,1.88,%
slowest_stage,clkdlybuf4s50_1,
drt_wl_total,638,um
==> tightest hold or removal path, delay by kind of cell <==
kind / cells / cell delay [ns]
buffers and inverters: 2 / 0.95
adders and majority gates: 1 / 0.20
==> through the flow <==
step | power [W] | cell area [sq um] | cells | setup slack (ns)
final | 0.0000607 | 447 | 86 | 0.831
after global routing | 0.0000679 | 447 | 86 | 0.651
after CTS | 0.0000622 | 447 | 86 | 0.801
after detailed placement | 0.0000619 | 447 | 86 | 0.810
after global placement | 0.0000615 | 447 | 86 | 0.831
after floorplan | 0.0000317 | 249 | 26 | 1.89
==> per-layer routing <==
| layer | part of all wire (%) | global-route usage (%) |
|---|---|---|
| met5 | 0 | 0 |
| met4 | 0 | 0 |
| met3 | 5.0 | 0 |
| met2 | 52 | 3.53 |
| met1 | 43 | 2.46 |
==> cell usage in the layout (no fill, tap or decap) <==
| master | n |
|---|---|
| nand3_1 | 1 |
| fa_1 | 2 |
| clkdlybuf4s50_1 | 14 |
| o22ai_1 | 1 |
| ha_1 | 4 |
| a211oi_1 | 1 |
| a211o_1 | 1 |
| and3_1 | 1 |
| a31o_2 | 1 |
| o31ai_4 | 1 |
| nor2b_1 | 2 |
| a2111oi_2 | 1 |
| xnor2_1 | 2 |
| mux2i_1 | 2 |
| inv_1 | 2 |
| a21oi_1 | 3 |
| a21o_1 | 1 |
==> area by class of cell <==
cell class,instances,area [sq um],share of cell area [%]
tap,46,57.6,12.9
multi-input combinational,24,241,54.1
inverter,2,7.51,1.68
timing repair buffer,14,140,31.4
==> worst paths after layout <==
path                  start  endpoint  slack [ns]  cells after the start
worst max-delay path   a[0]    sum[2]        0.83                     10
worst min-delay path    cin    sum[0]        3.75                      3
==> cell families (layout without fill, tap and decap cells) <==
kind of cell	count (synthesis)	count (layout)	synth area share (%)
muxes	2	2	8.04
xor gates and xnor gates	2	2	7.04
and+or+nand+nor	4	4	9.55
adders and majority gates	6	6	36.2
AOI/OAI and AO/OA	10	10	36.2
buffers and inverters	2	16	3.02
==> where the power goes <==
| group | total, W | switching (W) | internal (W) |
|---|---|---|---|
| combinational | 0.0000607 | 0.0000224 | 0.0000383 |
| clock | 0 | 0 | 0 |
| sequential | 0 | 0 | 0 |
No activity file was given, so power comes from the tool's default toggle rates.
