==> flow/run.sh <==
#!/bin/bash
# OpenROAD 26Q1-2900-gdf79404cd8, Yosys 0.63+post, stock flow scripts
make -C /OpenROAD-flow-scripts/flow DESIGN_CONFIG=/design/flow/config.mk WORK_HOME=/design/flow/orfs finish
==> flow/config.mk <==
export PLATFORM = sky130hd
export DESIGN_NAME = alu_64bit
export DESIGN_NICKNAME = alu_64bit
export VERILOG_FILES = /design/flow/design.v
export SDC_FILE = /design/flow/constraint.sdc
export NUM_CORES = 4
export LEC_CHECK = 1
export CORE_UTILIZATION = 30
==> flow/constraint.sdc <==
current_design alu_64bit

set clk_period 1114.8
set clk_io_pct 0.2

create_clock -name clk0 -period $clk_period

set non_clock_inputs [all_inputs -no_clocks]
set_input_delay [expr $clk_period * $clk_io_pct] -clock clk0 $non_clock_inputs
set_output_delay [expr $clk_period * $clk_io_pct] -clock clk0 [all_outputs]
==> flow/design.v <==
module alu_64bit #(parameter N = 64)(
     input [N-1:0] a, b,
	 input [5:0] sel,
	 output reg [N-1:0] result,
	 output reg [N-1:0] upper_result,
	 output reg carry_flag,
	 output reg overflow_flag,
	 output reg zero_flag,
	 output reg negative_flag,
	 output reg parity_flag,
	 output reg modulo_flag,
	 output reg sign_flag
	 );
	 reg [N:0] result1;
	 reg [2*N-1:0] mul_result;
	 always @(*) begin
	     result = {N{1'b0}};
		 upper_result = {N{1'b0}};
		 result1 = {N+1{1'b0}};
		 mul_result = {2*N{1'b0}};
		 carry_flag = 0;
		 overflow_flag = 0;
		 zero_flag = 0;
		 negative_flag = 0;
		 parity_flag = 0;
		 modulo_flag = 0;
		 sign_flag = 0;
		 case(sel)
		     6'd0 : begin 
			     result1 = a + b;
				 result = result1[N-1:0];
				 carry_flag = result1[N];
				 overflow_flag = (a[N-1] == b[N-1]) && (result[N-1] != a[N-1]);
				end
			 6'd1 : begin
			     result1 = a - b;
				 result = result1[N-1:0];
				 carry_flag = a < b;
				 overflow_flag = (a[N-1] != b[N-1]) && (result[N-1] != a[N-1]);
				end
			 6'd2 : begin 
			     mul_result = a * b;
				 result = mul_result[N-1:0];
				 upper_result = mul_result[2*N-1:N];
				end
			 6'd3 : result = (b !=0) ? a / b: {N{1'b0}};
			 6'd4 : result = a + 1;
			 6'd5 : result = b + 1;
			 6'd6 : result = a - 1;
			 6'd7 : result = b - 1;
			 6'd8 : result = (b != 0) ? a % b : {N{1'b0}};
			 6'd9 : result = a & b;
			 6'd10 : result = a | b;
			 6'd11 : result = ~a;
			 6'd12 : result = ~b;
			 6'd13 : result = ~(a & b);
			 6'd14 : result = ~(a | b);
			 6'd15 : result = (a ^ b);
			 6'd16 : result = ~(a ^ b);
			 6'd17 : result = a << 1;
			 6'd18 : result = b << 1;
			 6'd19 : result = a >> 1;
			 6'd20 : result = b >> 1;
			 6'd21 : result = $signed(a) <<< 1;
			 6'd22 : result = $signed(b) <<< 1;
			 6'd23 : result = $signed(a) >>> 1;
			 6'd24 : result = $signed(b) >>> 1;
			 6'd25 : result = {a[N-2:0], a[N-1]};
			 6'd26 : result = {b[N-1:0], b[N-1]};
			 6'd27 : result = {a[0], a[N-1:1]};
			 6'd28 : result = {b[0], b[N-1:1]};
			 6'd29 : result = (a == b) ? {N{1'b1}} : {N{1'b0}};
             6'd30 : result = (a != b) ? {N{1'b1}} : {N{1'b0}};
             6'd31 : result = (a < b) ? {N{1'b1}} : {N{1'b0}};
             6'd32 : result = (a > b) ? {N{1'b1}} : {N{1'b0}};
             6'd33 : result = (a <= b) ? {N{1'b1}} : {N{1'b0}};
             6'd34 : result = (a >= b) ? {N{1'b1}} : {N{1'b0}};			 
			 default : result = {N{1'b0}};	
			endcase
			zero_flag = (result == {N{1'b0}} );
			negative_flag = result[N-1];
			sign_flag = result[N-1];
			modulo_flag = (b != 0) && (a % b != 0);
			parity_flag = ~^result;
		end
	endmodule
==> flow_summary.yaml <==
# implementation run metrics
routing:
  first_iter_violations: 31500
  wirelength_um: 1930000
  drc: 0
  ant_nets: 0
  dr.pass1.iters: 9
  routedWlPerCell_um: 39.4
  via_per_inst: 6.03
  dr_total_vias: 295000
worst_setup_path:
  critPathRequiredTime_ns: 891.84
  cp.depth: 750
  cp-end-kind: "output pin"
  cpMostUsedCell: "buf_4"
  path_max_fanout: 51
  cp-start-kind: "primary input"
  cp-endpoint: "parity_flag"
  crit_path_start: "b[44]"
  max_stage_delay_ns: 1.38
  critPathArrivalTime_ns: 460.01
  critical_path_class: "in -> out"
  worst_path_max_delay_cell: "nor2_1"
  crit_family: "AND-OR/OR-AND gates"
  cp.buffers_inverters: 88
global_routing:
  grt.overflow.total: 0
  grt_antenna_before_repair: 378
  grt_max_degree: 83
  grt_pass1_vias: 287000
  grt_pass1_wl_um: 2560000
  grt.total_usage_pct: 43.4
synth:
  synthCells: 36500
  ys_cells: 36500
  synth_area_per_cell_um2: 7.38
  ys_warn_count: 1
  ys_chip_area_mm2: 0.269
  most_common_cell: "nand2_1"
  synth-seq-area-share_pct: 0
  netlist_area_mm2: 0.269
  top_cells_by_count: "nand2_1 (5953), inv_1 (4292), fa_1 (3842)"
  synth.distinct_cells: 101
  yosysTopAreaCellShare_pct: 28.6
  top_area_cell: "fa_1"
  synthTopCellsByArea: "fa_1 (29%), ha_1 (14%), nand2_1 (8.3%), inv_1 (6.0%), nor2_1 (4.8%)"
job:
  openroad.warnings: 167
  drv_cap: 5
timing:
  slew_viol_final: 25
  timing.final.crit_period_ns: 682.97
  finalClockPeriodUsage_pct: 61.3
  slew_headroom_pct: -9.75
  rsz0062_at_grt: "no"
  finalSetupViolations: 0
  max_clock_freq_ghz: 0.00146
  setup_tns_ns: 0
  hold_violations: 0
  tightest_slew_ns: 1.63
  setup_ws_ns: 431.83
  hold_ws_ns: 447.60
cells_and_area:
  clock_buffers: 0
  drive_gt1_share_pct: 6.95
  n_sequential_cell: 0
  flop_area_um2: 0
  syn_to_final_growth_pct: 9.53
floorplanning:
  dieArea_mm2: 0.901
  io_pins: 269
  core-area_mm2: 0.894
  rows: 347
  die-width_um: 949
  initial_core_util_pct: 30.1
  die-height_um: 949
cts:
  holdBufCountCts: 0
  cts_resized: 0
  cts_setup_buffers: 0
pwr:
  p_leak_nw: 143
  switchingPower_w: 0.00303
  cellPowerDensity_mw_per_mm2: 15.1
  switching_share_pct: 68.1
  power.internal_w: 0.00142
  irDropWorstVdd_mv: 0.112
  p_total_w: 0.00445
place:
  place_ws_ns: 441.79
  dp_hpwl_um: 1600000
  portBuffers: 269
  place_congestion: 1.18
hold_path:
  min_path_cells: 9
  min_path_type: "in -> out"
run_status:
  violations: "capacitance limit, slew limit"
  outcome: "complete, but fails checks"
## cells by family (layout without fill, tap and decap cells)
logic type | Yosys count | count (layout) | share of synthesized area, %
XOR/XNOR | 1985 | 1985 | 6.46
adder cells (fa/ha/maj) | 6927 | 6927 | 42.9
buffers and inverters | 6072 | 6237 | 8.51
other | 0 | 476 | 0
multiplexers | 214 | 214 | 0.853
AND-OR/OR-AND | 8541 | 8541 | 20.8
AND/OR/NAND/NOR | 12700 | 12700 | 20.5
## metal layers
layer | track usage, % | part of all wire (%)
met3 | 22.9 | 14
met2 | 57.2 | 39
met1 | 51.3 | 36
met5 | 6.82 | 0.37
met4 | 36.5 | 11
## per-stage QoR
stage,util (%),instances,instance area (um^2)
5_1_grt,32.9,48700,294000
6_report,33.0,49000,295000
2_1_floorplan,-,36500,269000
3_3_place_gp,32.8,48500,293000
4_1_cts,32.9,48500,294000
3_5_place_dp,32.9,48500,294000
## worst min path at each step
| stage | start | to | slack [ns] |
|---|---|---|---|
| after CTS | b[21] | result[20] | 447.53 |
| after global routing | b[21] | result[20] | 447.61 |
| final | b[21] | result[20] | 447.60 |
## cells in the final DEF (no fill, tap or decap), types with 166 or more instances in the layout
| cell type | count |
|---|---|
| buf_4 | 1733 |
| or3_1 | 270 |
| o21bai_1 | 292 |
| o31ai_1 | 166 |
| and3_1 | 210 |
| a21oi_1 | 2331 |
| xnor2_1 | 1201 |
| a211oi_1 | 275 |
| diode_2 | 476 |
| a221oi_1 | 183 |
| o21a_1 | 521 |
| a21o_1 | 952 |
| nand2_1 | 5945 |
| nor2b_1 | 319 |
| fa_1 | 3842 |
| o21ai_0 | 1516 |
| xor2_1 | 778 |
| nor3_1 | 605 |
| nor2_1 | 3427 |
| o22ai_1 | 190 |
| nand4_1 | 283 |
| o211ai_1 | 249 |
| inv_1 | 4244 |
| nand2b_1 | 284 |
| or2_2 | 173 |
| nand3_1 | 549 |
| and2_1 | 191 |
| a31oi_1 | 367 |
| ha_1 | 3085 |
## cell type report
class | instances | area, um^2
repair buffers | 1920 | 15000
fillers | 95200 | 599000
diodes | 476 | 1190
multi-input cells | 30400 | 248000
well taps | 11900 | 14800
inverters | 4317 | 16300
No activity file was given, so power comes from the tool's default toggle rates.
